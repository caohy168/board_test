<file path="/design/flow/run.sh">
#!/bin/bash
# OpenROAD 26Q1-2900-gdf79404cd8, Yosys 0.63+post, stock flow scripts
make -C /OpenROAD-flow-scripts/flow DESIGN_CONFIG=/design/flow/config.mk WORK_HOME=/design/flow/orfs finish
</file>
<file path="/design/flow/config.mk">
export PLATFORM = sky130hd
export DESIGN_NAME = deintrlv
export DESIGN_NICKNAME = deintrlv
export VERILOG_FILES = /design/flow/design.v
export SDC_FILE = /design/flow/constraint.sdc
export NUM_CORES = 4
export LEC_CHECK = 1
export CORE_UTILIZATION = 30
</file>
<file path="/design/flow/constraint.sdc">
current_design deintrlv

set clk_period 77.3
set clk_io_pct 0.2

create_clock -name clk0 -period $clk_period [get_ports {clk}]

set non_clock_inputs [all_inputs -no_clocks]
set_input_delay [expr $clk_period * $clk_io_pct] -clock clk0 $non_clock_inputs
set_output_delay [expr $clk_period * $clk_io_pct] -clock clk0 [all_outputs]
</file>
<file path="/design/flow/design.v">
`timescale 1ns / 1ps
module deintrlv(
input clk,reset,
input s_axis_input_tvalid,
output logic s_axis_input_tready,
input [7:0]s_axis_input_tdata,
input s_axis_input_tlast,
output logic m_axis_output_tvalid,
input  m_axis_output_tready,
output logic [7:0]m_axis_output_tdata,
output logic m_axis_output_tlast
    );
logic[15:0]tready_state; 
assign s_axis_input_tready = (tready_state==2)?0:1;
always @(posedge clk)begin
    if (reset) begin
      tready_state=0;
    end
    else begin
      case (tready_state)
         0:begin
            if (s_axis_input_tlast && s_axis_input_tvalid)
              tready_state <=1;
            else
              tready_state <=0;end
         1:begin
            if (!s_axis_input_tvalid)
            tready_state <=2;
            else
            tready_state <=1;end
         2:begin
            if(m_axis_output_tlast)tready_state<=0;
            else tready_state<=2;end 
      endcase
      end end       
logic [1:2040]data_in=0;
logic [1:6]deintrlv_datain[1:340];
logic [15:0]data_in_i=0;
always@(posedge clk)
    begin
        if(s_axis_input_tvalid)begin
            if(data_in_i<255)data_in_i<=data_in_i+1;
            else data_in_i<=0;
            data_in[8*data_in_i+1]<=s_axis_input_tdata[7];
            data_in[8*data_in_i+2]<=s_axis_input_tdata[6];
            data_in[8*data_in_i+3]<=s_axis_input_tdata[5];
            data_in[8*data_in_i+4]<=s_axis_input_tdata[4];
            data_in[8*data_in_i+5]<=s_axis_input_tdata[3];
            data_in[8*data_in_i+6]<=s_axis_input_tdata[2];
            data_in[8*data_in_i+7]<=s_axis_input_tdata[1];
            data_in[8*data_in_i+8]<=s_axis_input_tdata[0];end
        else data_in_i<=0;
    end 
genvar i;
generate
    for (i = 1; i <=340; i = i + 1)begin: interleaver_process
        always@(*)begin
            deintrlv_datain[i]<=data_in[(6*(i-1)+1):6*i];
            end 
    end
endgenerate 
logic [1:2040]data_out=0;
logic [7:0]data_out8[255:1];
genvar j,k;
generate
    for (k = 0; k <6; k = k + 1)begin:interleaver
        for (j = 1; j <=340; j = j + 1)begin
            always@(*)begin
                data_out[k*340+j]<=deintrlv_datain[j][k+1];
                end end end
endgenerate   
genvar l;
generate
    for (l = 1; l <= 255; l = l + 1)begin:deinterleaver8
            always@(*)begin
                data_out8[l]<=data_out[(l-1)*8+1:l*8];
                end end 
endgenerate   
logic[15:0]axi_out_i=0;  
logic[15:0]axi_out_state; 
always @(posedge clk)begin
if (reset) begin
  axi_out_state=0;
end
else begin
  case (axi_out_state)
     0: begin
        if (s_axis_input_tlast && s_axis_input_tvalid)
          axi_out_state <=1;
        else
          axi_out_state <=0;
     end
     1: begin
        if (m_axis_output_tready)
          axi_out_state <=2;
        else
          axi_out_state <=1;
     end
     2:begin
        if(axi_out_i<340)
            begin
                axi_out_i<=axi_out_i+1;
                axi_out_state<=2;
            end
        else begin
            axi_out_i<=0;
            axi_out_state<=0;
        end 
     end
  endcase
  end end
always@(posedge clk)
      begin
          if((axi_out_i>=1)&&(axi_out_i<=255)&&(axi_out_state==2))begin
              m_axis_output_tvalid<=1;
              m_axis_output_tdata<=data_out8[axi_out_i];
              end
          else begin
              m_axis_output_tvalid<=0;
              m_axis_output_tdata<=0;
              end
          if((axi_out_i==255)&&(axi_out_state==2))m_axis_output_tlast<=1;
          else m_axis_output_tlast<=0;
      end   
endmodule
</file>
==> flow_metrics.tcl <==
# collected from the flow reports
set metrics [dict create \
    outcome "finished with violations" \
    violations "max-capacitance violations, max-slew violations" \
    drt_iter0_markers 10600 \
    cts_resized 0 \
    yosysWarnings 11 \
    fin_util 0.352 \
    power_density_mw_per_mm2 21.2 \
    synth_cell_types 85 \
    fillers 33400 \
    path_clk_slew_ps 60 \
    fmax_mhz 52.6 \
    grt_pass1_vias 83900 \
    track_usage 0.391 \
    warning_count 51 \
    period_needed_ps 19020 \
    synthTopCellsByArea "edfxtp_1 58%, mux2_2 22%, a22oi_1 3.0%" \
    hold_viol 0 \
    synthCells 7784 \
    dieArea_mm2 0.357 \
    postCtsSetupBuffers 0 \
    final_max_slew_viol_count 8 \
    yosysSeqAreaShare 0.586 \
    tightest_slew_ps 1560 \
    timing.rr.end "m_axis_output_tdata[7]" \
    place_hpwl_um 457000 \
    cts_hold_buf 0 \
    gp_congestion 1.14 \
    antenna_found_initial 97 \
    cpPeakStageDelay_ps 770 \
    critPathSlowestCell "buf_4" \
    rsz0062_at_grt "no" \
    num_io_pins 24 \
    die_x_um 598 \
    r2r_start "axi_out_i[4]" \
    grt_max_degree 130 \
    worst_setup_path_start_kind "input pin" \
    holdPathStages 1 \
    hold_start "tready_state[0]" \
    vias 87800 \
    area_delta_synth_final_pct 16.7 \
    min_path_type "reg2reg" \
    slew_headroom -0.0435 \
    rr_worst_depth 12 \
    cp_common_cell "buf_4" \
    finalClockPeriodUsage 0.246 \
    route.detailed.wl_per_inst_um 50.8 \
    syn-cell-area_mm2 0.106 \
    fp-utilization 0.302 \
    hold_path_end "tready_state[0]" \
    critPathBufInv 6 \
    cap_viol_max_count 2 \
    crit_type "in2reg" \
    avgSynthCellArea_um2 13.7 \
    synth_flops 2088 \
    yosys_area_mm2 0.106 \
    clock_skew_ps 81.9 \
    grt_pass1_wl_um 857000 \
    insertion_delay_ps 1010 \
    p_leak_nw 40.2 \
    ir_worst_vdd_uv 20.0 \
    htreeDepth 4 \
    cts_made_buffers 238 \
    path_depth 6 \
    vias_per_cell 6.63 \
    port_buffers 23 \
    synthArstFlopShare 0 \
    drt_pass1_iterations 14 \
    grt_overflow 0 \
    synth-edff-count 2056 \
    synthFlopType "edfxtp_1" \
    final_layout_size_suffix_gt1_frac 0.396 \
    setup_violations 0 \
    coreArea_mm2 0.353 \
    cts.sinks 2088 \
    crit_family "buffers and inverters" \
    die_y_um 598 \
    ant_nets 0 \
    crit_chain "buf_16, buf_4, buf_4, buf_4, buf_4, buf_4" \
    worstPathMaxFanout 83 \
    arrival_ps 19610 \
    root_buffer "clkbuf_16" \
    postRouteWirelength_um 672000 \
    top_cell_area_share 0.580 \
    cts_max_path_buffers 4 \
    cts_tree "done" \
    rows 218 \
    r2r_setup_slack_ps 70150 \
    post-route-drc-count 0 \
    top_area_cell "edfxtp_1" \
    ys_cells 7784 \
    cp-end-kind "flip-flop" \
    worstPathRequired_ps 77890 \
    fin_setup_tns_ps 0 \
]
cells in the final DEF, fill, tap and decap left out, types with 41 or more instances in the layout:
cell and count:
edfxtp_1 2056, mux2_2 2049, buf_4 736, nor2_1 448
a22oi_1 432, nand2_1 332, nand3_1 317, clkbuf_16 240
a32oi_1 185, nand4_1 144, diode_2 135, o22ai_1 135
a21oi_1 108, nor2_2 106, nor3_1 81, a22o_1 80
nor4_1 74, clkinv_1 58, clkbuf_1 52, o21ai_0 48
and3_1 46, clkinv_2 41
cell type report:
cell class | instances | area, µm² | share of cell area
Timing Repair Buffer | 768 | 5990 | 0.0482
Sequential cell | 2088 | 62400 | 0.502
Tap cell | 4730 | 5920 | 0.0476
Inverter | 13 | 48.8 | 0.000393
Clock inverter | 139 | 1420 | 0.0114
Antenna cell | 135 | 338 | 0.00272
Clock buffer | 295 | 6240 | 0.0503
Multi-Input combinational cell | 5066 | 41900 | 0.337
worst register-to-register path: cells and delay by family (launching register included):
family | cells | cell delay, ps
flops | 1 | 760
buf+inv | 4 | 2000
compound gates | 3 | 1680
simple gates | 5 | 2640
registers in the layout (all words and copies together), names as in the netlist:
signal	count
axi_out_i	16
axi_out_state	3
data_in	2040
data_in_i	16
m_axis_output_tdata	8
m_axis_output_tlast	1
m_axis_output_tvalid	1
tready_state	3
layer usage:
layer	routed length (µm)	track usage
met1	200000	0.386
met2	255000	0.479
met3	139000	0.356
met4	70600	0.314
met5	7540	0.173
power by group:
| part | total (mW) | switching, mW | internal (mW) |
|---|---|---|---|
| clock | 1.16 | 0.510 | 0.648 |
| combinational | 0.118 | 0.0717 | 0.0464 |
| sequential | 1.35 | 0.0384 | 1.32 |
| total | 2.63 | 0.620 | 2.01 |
logic make-up (layout without fill, tap and decap cells):
logic type                 after synthesis  count (layout)  synth area share
and+or+nand+nor                       1733            1733            0.0803
other                                    1             150         0.0000352
AOI/OAI and AO/OA                     1220            1220            0.0867
DFF                                   2088            2088             0.586
buffers and inverters                  644            1215            0.0252
muxes                                 2071            2071             0.219
adders and majority gates                7               7          0.000823
xor gates and xnor gates                20              20           0.00165
cells in the mapped netlist, types with 9 or more instances:
| master | n |
|---|---|
| nor2_1 | 509 |
| a222oi_1 | 31 |
| buf_1 | 79 |
| nand3b_1 | 11 |
| o22a_1 | 11 |
| nor4_1 | 75 |
| and4_1 | 11 |
| dfxtp_1 | 32 |
| nor2_2 | 48 |
| and3_1 | 50 |
| buf_6 | 12 |
| edfxtp_1 | 2056 |
| nand4_1 | 144 |
| o31ai_1 | 9 |
| nor2b_1 | 15 |
| nand2_1 | 337 |
| a221oi_1 | 39 |
| nand3_1 | 320 |
| o211ai_1 | 20 |
| o22ai_1 | 135 |
| nor3_1 | 81 |
| a31oi_1 | 27 |
| inv_1 | 12 |
| clkbuf_1 | 413 |
| a22oi_1 | 432 |
| buf_2 | 120 |
| nand2b_1 | 14 |
| mux2_2 | 2049 |
| a2111oi_0 | 15 |
| a22o_1 | 80 |
| o21ai_0 | 49 |
| a32o_1 | 25 |
| or4_1 | 30 |
| mux2i_1 | 21 |
| xnor2_1 | 16 |
| or3_1 | 9 |
| a32oi_1 | 185 |
| a21oi_1 | 108 |
| o2111ai_1 | 9 |
worst max path at each step:
| stage | start | to | slack (ps) |
|---|---|---|---|
| finish | s_axis_input_tvalid | data_in[93] | 58280 |
| CTS | s_axis_input_tvalid | data_in[1391] | 58350 |
| global route | s_axis_input_tvalid | data_in[1391] | 58110 |
stage by stage:
stage	power (mW)	instances	worst slack [ps]	cell area [µm²]	hold WS [ps]
after floorplan	1.42	7798	60700	106000	439
after global placement	1.48	12700	57380	116000	496
after detailed placement	1.49	12700	57340	116000	478
after CTS	2.63	13100	58350	124000	504
after global routing	2.68	13100	58110	124000	525
final	2.63	13200	58280	124000	503
Power and IR drop assume default switching activity.
