<file path="design/flow/run.sh">
#!/bin/bash
# OpenROAD 26Q1-2900-gdf79404cd8, Yosys 0.63+post, stock flow scripts
make -C /OpenROAD-flow-scripts/flow DESIGN_CONFIG=/design/flow/config.mk WORK_HOME=/design/flow/orfs finish
</file>
<file path="design/flow/config.mk">
export PLATFORM = sky130hd
export DESIGN_NAME = interleaver
export DESIGN_NICKNAME = interleaver
export VERILOG_FILES = /design/flow/design.v
export SDC_FILE = /design/flow/constraint.sdc
export NUM_CORES = 4
export LEC_CHECK = 1
export CORE_UTILIZATION = 50
</file>
<file path="design/flow/constraint.sdc">
current_design interleaver

set clk_period 48.4
set clk_io_pct 0.2

create_clock -name clk0 -period $clk_period [get_ports {clk}]

set non_clock_inputs [all_inputs -no_clocks]
set_input_delay [expr $clk_period * $clk_io_pct] -clock clk0 $non_clock_inputs
set_output_delay [expr $clk_period * $clk_io_pct] -clock clk0 [all_outputs]
</file>
<file path="design/flow/design.v">
`timescale 1ns / 1ps
module interleaver(
input clk,reset,
input s_axis_input_tvalid,
output logic s_axis_input_tready,
input [7:0]s_axis_input_tdata,
input s_axis_input_tlast,
output logic m_axis_output_tvalid,
input  m_axis_output_tready,
output logic [7:0]m_axis_output_tdata,
output logic m_axis_output_tlast
    );
logic[15:0]tready_state; 
assign s_axis_input_tready = (tready_state==2)?0:1;
always @(posedge clk)begin
    if (reset) begin
      tready_state=0;
    end
    else begin
      case (tready_state)
         0:begin
            if (s_axis_input_tlast && s_axis_input_tvalid)
              tready_state <=1;
            else
              tready_state <=0;end
         1:begin
            if (!s_axis_input_tvalid)
            tready_state <=2;
            else
            tready_state <=1;end
         2:begin
            if(m_axis_output_tlast)tready_state<=0;
            else tready_state<=2;end 
      endcase
      end end
logic [1:2040]data_in=0;
logic [1:340]interleaver_datain[1:6];
logic [15:0]data_in_i=0;
always@(posedge clk)
    begin
        if(s_axis_input_tvalid)begin
            if(data_in_i<255)data_in_i<=data_in_i+1;
            else data_in_i<=0;
            data_in[8*data_in_i+1]<=s_axis_input_tdata[7];
            data_in[8*data_in_i+2]<=s_axis_input_tdata[6];
            data_in[8*data_in_i+3]<=s_axis_input_tdata[5];
            data_in[8*data_in_i+4]<=s_axis_input_tdata[4];
            data_in[8*data_in_i+5]<=s_axis_input_tdata[3];
            data_in[8*data_in_i+6]<=s_axis_input_tdata[2];
            data_in[8*data_in_i+7]<=s_axis_input_tdata[1];
            data_in[8*data_in_i+8]<=s_axis_input_tdata[0];end
        else data_in_i<=0;
    end 
always@(*)
        begin
            interleaver_datain[1]<=data_in[340*0+1:340*1];
            interleaver_datain[2]<=data_in[340*1+1:340*2];
            interleaver_datain[3]<=data_in[340*2+1:340*3];
            interleaver_datain[4]<=data_in[340*3+1:340*4];
            interleaver_datain[5]<=data_in[340*4+1:340*5];
            interleaver_datain[6]<=data_in[340*5+1:340*6];
        end 
logic [1:2040]data_out=0;
logic [7:0]data_out8[255:1];
genvar i,j;
generate
    for (j = 0; j < 340; j = j + 1)begin: interleaver
        always@(*)begin
            data_out[(1+j*6):(6+j*6)]<={interleaver_datain[1][1*(j+1)],interleaver_datain[2][1*(j+1)],interleaver_datain[3][1*(j+1)],
            interleaver_datain[4][1*(j+1)],interleaver_datain[5][1*(j+1)],interleaver_datain[6][1*(j+1)]};
            end end
endgenerate
generate
    for (i = 1; i <= 255; i = i + 1)begin: interleaver8
        always@(*)  begin
            data_out8[i][7:0]<={data_out[(i-1)*8+1],data_out[(i-1)*8+2],data_out[(i-1)*8+3],data_out[(i-1)*8+4],
            data_out[(i-1)*8+5],data_out[(i-1)*8+6],data_out[(i-1)*8+7],data_out[(i-1)*8+8]};end
    end
endgenerate
logic[15:0]axi_out_i;  
logic[15:0]axi_out_state;           
      always @(posedge clk)begin
          if (reset) begin
            axi_out_i<=0;
            axi_out_state<=0;
          end
          else begin
            case (axi_out_state)
               0: begin
                  if (s_axis_input_tlast && s_axis_input_tvalid)
                    axi_out_state <=1;
                  else
                    axi_out_state <=0;
               end
               1: begin
                  if (m_axis_output_tready)
                    axi_out_state <=2;
                  else
                    axi_out_state <=1;
               end
               2:begin
                  if(axi_out_i<255)
                      begin
                          axi_out_i<=axi_out_i+1;
                          axi_out_state<=2;
                      end
                  else begin
                      axi_out_i<=0;
                      axi_out_state<=0;
                  end 
               end
            endcase
            end end
    always@(posedge clk)
          begin
              if((axi_out_i>=1)&&(axi_out_i<=255)&&(axi_out_state==2))begin
                  m_axis_output_tvalid<=1;
                  m_axis_output_tdata<=data_out8[axi_out_i];
                  end
              else begin
                  m_axis_output_tvalid<=0;
                  m_axis_output_tdata<=0;
                  end
              if((axi_out_i==255)&&(axi_out_state==2))m_axis_output_tlast<=1;
              else m_axis_output_tlast<=0;
          end  
endmodule
</file>
==> results.py <==
# Physical implementation metrics
metrics = {
    "status": {
        "status": "finished clean",
    },
    "worst_setup_path": {
        "cp_num_buf_inv": 7,
        "worstPathArrival_ns": 14.54,
        "worst_path_dominant_cell_family": "buffers and inverters",
        "worstSetupEndpointType": "flop",
        "criticalPathCategory": "input port to flop",
        "worst-path-stages": 7,
        "critPathMaxFanout": 115,
        "ff2ff_path_depth": 11,
        "cells_traversed_along_the_worst_timing_path": "buf_16 > buf_4 > buf_4 > buf_4 > buf_4 > buf_4 > buf_4",
        "critical-path-slowest-cell": "buf_4",
        "crit_path_start_kind": "input port",
        "cpPeakStageDelay_ns": 0.74,
        "timing.rr.end": "m_axis_output_tdata[7]",
        "cp_data_required_time_ns": 48.94,
        "register_to_register_path_setup_slack_ns": 41.38,
        "worstReg2RegStart": "axi_out_i[2]",
        "worst_path_most_repeated_cell": "buf_4",
    },
    "synth": {
        "synth_chip_area_um2": 107000,
        "common_cells": "edfxtp_1, mux2_2, a22oi_1",
        "yosysTopAreaCell": "edfxtp_1",
        "synth-cells-yosys": 7797,
        "synth.avg_cell_area_um2": 13.7,
        "summed_instance_area_of_the_synthesized_netlist_um2": 107000,
        "synth_instances": 7797,
        "synth_largest_type_area_fraction": 0.572,
        "synthArstFlopShare": 0,
        "most_common_cell": "edfxtp_1",
        "post_synth_main_area_contributors": "edfxtp_1, mux2_2, a22oi_1",
        "netlist-cell-type-count": 95,
        "ys_flop_type": "edfxtp_1",
        "synth-edff-count": 2040,
        "yosysWarnings": 11,
        "numSynthFlops": 2088,
        "seq_area_frac_synth": 0.581,
    },
    "global_routing": {
        "grt_pass1_wl_um": 818000,
        "grt_use_total": 0.636,
        "largest_net_degree_at_the_start_of_global_routing": 136,
        "first_global_vias": 84162,
        "antenna_violations_before_repair": 111,
        "globalRouteOverflowTotal": 0,
    },
    "sta": {
        "grt_setup_unrepaired": "false",
        "setup_slack_ns": 34.40,
        "maxSlewViolCount": 0,
        "rel_slew_slack": 0.0908,
        "tightestPinTransition_ns": 1.36,
        "post-route-min-period_ns": 14.00,
        "min_period_over_period": 0.289,
        "fmax_mhz": 71.4,
        "fin_hold_ws_ns": 0.461,
        "setup_skew_ns": 0.0338,
        "hold_viol": 0,
        "report.final.setup_viol": 0,
        "total_negative_setup_slack_ns": 0,
    },
    "cts": {
        "cts_hold_buffers": 0,
        "clk_latency_ns": 0.93,
        "clkSlewWorstSetupHoldPaths_ns": 0.06,
        "post-cts-setup-buffers": 0,
        "cts.repair.resized": 0,
        "cts_num_sinks": 2088,
        "cts-root-buf": "clkbuf_16",
        "h_tree_levels": 4,
        "tritoncts": "built",
        "cts-buffers-inserted": 228,
        "cts.path.max_buffers": 3,
    },
    "routing": {
        "dr.pass1.iters": 31,
        "initialDrtViolationCount": 12104,
        "drt_wl_total_um": 637000,
        "routed-via-count": 90602,
        "wire_per_inst_um": 56.6,
        "detail_route.drc_violations": 0,
        "antenna_left": 0,
        "per_cell_via_count_in_the_routed_design": 8.05,
    },
    "finish": {
        "drive_above_1_share": 0.393,
        "final_area_um2": 121000,
        "areaGrowthSynthToFinish_pct": 13.4,
    },
    "run": {
        "openroad.warnings": 63,
        "drv_cap": 0,
    },
    "floorplan": {
        "chipArea_um2": 216000,
        "core_region_area_um2": 213000,
        "core.rowCount": 169,
        "die.size.y_um": 465,
        "floorplan.initialDensity": 0.504,
        "boundaryPins": 24,
        "die_x_um": 465,
    },
    "pwr": {
        "vdd_ir_drop_max_mv": 0.0401,
        "power.density_nw_per_um2": 34.1,
        "p_leak_uw": 0.0395,
    },
    "min_path": {
        "timing.hold.worst.start": "axi_out_i[12]",
        "worstHoldPathType": "flop to flop",
        "whs_endpoint": "axi_out_i[12]",
        "worst_hold_path.num_cells": 2,
    },
    "place": {
        "gp_congestion": 1.17,
        "port_buffers": 23,
        "placed_cell_area_um2": 114000,
        "preCtsSetupSlack_ns": 33.58,
        "dp_hpwl_um": 424000,
    },
}
-- per-stage QoR --
stage | power [uW] | cells | utilization
4_1_cts | 4120 | 11060 | 0.569
5_1_grt | 4210 | 11170 | 0.571
3_3_place_gp | 2380 | 10630 | 0.534
3_5_place_dp | 2380 | 10630 | 0.534
2_1_floorplan | 2270 | 7804 | -
6_report | 4150 | 11253 | 0.572
-- cells by family after synthesis --
| kind of cell | share of synthesized area |
|---|---|
| and+or+nand+nor | 0.0819 |
| DFF | 0.581 |
| other | 0.0000350 |
| buffers and inverters | 0.0258 |
| muxes | 0.220 |
| AOI/OAI and AO/OA | 0.0879 |
| adders and majority gates | 0.000934 |
| xor gates and xnor gates | 0.00262 |
-- power by group --
group | total, uW | internal [uW] | switching [uW]
combinational | 202 | 75.7 | 127
clock | 1790 | 992 | 794
sequential | 2160 | 2100 | 58.7
total | 4150 | 3170 | 979
-- how the worst max path moves through the flow --
stage,from,endpoint,slack (ns)
4_1_cts,s_axis_input_tvalid,data_in[1266],34.50
6_report,s_axis_input_tvalid,data_in[1266],34.40
5_1_grt,s_axis_input_tvalid,data_in[1057],34.26
-- placed cells by master, fill, tap and decap left out, types with 18 or more instances in the layout --
master,synthesis,routed
mux2_1,34,34
a222oi_1,24,24
buf_4,18,614
nor3_1,48,48
a32o_1,18,18
nor4_1,76,71
or4_1,42,41
nor2_2,52,80
edfxtp_1,2040,2040
xnor2_1,21,21
clkbuf_16,0,229
o22ai_1,154,154
nor2_4,66,66
mux2i_1,33,33
nand2_1,380,378
a221oi_1,40,40
bufinv_16,0,22
a22o_1,64,64
diode_2,0,193
clkinv_1,1,55
a2111oi_0,21,20
nand3_1,267,265
a22oi_1,466,466
o21ai_0,45,45
a31oi_1,26,26
nand4_1,123,123
a21oi_1,93,93
clkbuf_1,423,53
inv_1,19,19
a32oi_1,189,189
dfxtp_1,48,42
and3_1,48,45
clkinv_2,0,46
mux2_2,2027,2027
nor2_1,413,385
-- routing by layer --
metal / global-route usage / vias to the layer above / share of wire
met3: 0.625 / 2977 / 0.23
met1: 0.700 / 44991 / 0.30
met4: 0.414 / 264 / 0.087
met2: 0.707 / 10451 / 0.36
met5: 0.479 / - / 0.018
li1: - / 31919 / -
-- final cells by class --
cell class | instances | area (um2)
fill | 16760 | 91100
clock buffer | 285 | 5970
tap | 2821 | 3530
inverter | 21 | 78.8
sequential | 2088 | 62200
multi-input combinational | 5051 | 42600
timing repair buffer | 649 | 5140
clock inverter | 145 | 1460
antenna | 193 | 483
-- registers in the layout, summed over array words and instances (netlist names) --
name and cells:
m_axis_output_tdata 8, axi_out_i 16, tready_state 3, axi_out_state 3, data_in 2040, data_in_i 16
m_axis_output_tvalid 1, m_axis_output_tlast 1
-- worst min-delay path, stage by stage (launching register included) --
cell and delay [ns]:
dfxtp_1 0.33, inv_1 0.06, nor2_1 0.03
Power is estimated from default activity; no workload was simulated.
